## config.mk

```make
export PLATFORM = sky130hd
export DESIGN_NAME = FSM_exemem
export DESIGN_NICKNAME = FSM_exemem
export VERILOG_FILES = /design/flow/design.v
export SDC_FILE = /design/flow/constraint.sdc
export NUM_CORES = 4
export LEC_CHECK = 1
export CORE_AREA = 10 10 70 70
export DIE_AREA = 0 0 80 80
export SYNTH_HDL_FRONTEND = slang
export SYNTH_MEMORY_MAX_BITS = 65536
```

## constraint.sdc

```tcl
current_design FSM_exemem

set clk_period 1.7
set clk_io_pct 0.2

create_clock -name clk0 -period $clk_period [get_ports {clk}]

set non_clock_inputs [all_inputs -no_clocks]
set_input_delay [expr $clk_period * $clk_io_pct] -clock clk0 $non_clock_inputs
set_output_delay [expr $clk_period * $clk_io_pct] -clock clk0 [all_outputs]
```

## design.v

```verilog
module FSM_exemem(
	input clk,
	input reset,
	output [15:0] dataOut1,
	output [15:0] dataOut2
);
reg [3:0] state;
reg [3:0] nextstate;
reg [15:0] dataIn1;
reg [15:0] dataIn2;
reg [7:0] addr1;
reg [7:0] addr2;
reg we1;
reg we2;
parameter initializeMem   = 2'b00;
parameter setValuesInMem  = 2'b01;
parameter readDataFromMem = 2'b10;
exemem memory (
	.dataIn1(dataIn1),
	.addr1(addr1),
	.dataIn2(dataIn2),
	.addr2(addr2),
	.we1(we1),
	.we2(we2),
	.clk(clk),
	.dataOut1(dataOut1),
	.dataOut2(dataOut2)
);
always @(posedge clk) begin
	if(~reset) state <= initializeMem;
   else state <= nextstate;
end
always @(*) begin
	case(state)
		initializeMem: begin
			dataIn1 <= 16'b0;
			dataIn2 <= 16'b0;
			addr1 <= 8'b0;
			addr2 <= 8'b0;
			we1 <= 1'b0;
			we2 <= 1'b0;		
		end
		setValuesInMem: begin
			dataIn1 <= 16'd69;
			dataIn2 <= 16'd21;
			addr1 <= 8'd1;
			addr2 <= 8'd3;
			we1 <= 1'b1;
			we2 <= 1'b1;		
		end
		readDataFromMem: begin 
			dataIn1 <= 16'd69;
			dataIn2 <= 16'd21;
			addr1 <= 8'd1;
			addr2 <= 8'd3;
			we1 <= 1'b0;
			we2 <= 1'b0;		
		end 
		default: begin
			dataIn1 <= 16'b0;
			dataIn2 <= 16'b0;
			addr1 <= 8'b0;
			addr2 <= 8'b0;
			we1 <= 1'b0;
			we2 <= 1'b0;
		end
	endcase	
end
always@(*) begin
	case(state)
		initializeMem: begin
			nextstate <= setValuesInMem;
		end
		setValuesInMem: begin
			nextstate <= readDataFromMem;
		end
		readDataFromMem: begin
			nextstate <= initializeMem;
		end
		default: begin
			nextstate <= initializeMem;
		end
	endcase
end
endmodule 
module exemem #(parameter DATA_WIDTH=16, parameter ADDR_WIDTH=10) (
	input [(DATA_WIDTH-1):0] dataIn1,
	input [(ADDR_WIDTH-1):0] addr1,
	input [(DATA_WIDTH-1):0] dataIn2,
	input [(ADDR_WIDTH-1):0] addr2,
	input                    we1, we2, clk,
	output wire [(DATA_WIDTH-1):0] dataOut1,
	output wire [(DATA_WIDTH-1):0] dataOut2
);
reg [DATA_WIDTH-1:0] ram[2**ADDR_WIDTH-1:0];
reg [ADDR_WIDTH-1:0] addr1_reg;
reg [ADDR_WIDTH-1:0] addr2_reg;
always @(posedge clk) begin
	if(we1) begin 
		ram[addr1] <= dataIn1;
	end if(we2) begin
		ram[addr2] <= dataIn2;
	end
	addr1_reg <= addr1;
	addr2_reg <= addr2;
end
assign dataOut1 = ram[addr1_reg];
assign dataOut2 = ram[addr2_reg];
endmodule
```

## run.sh

```bash
#!/bin/bash
# OpenROAD 26Q1-2900-gdf79404cd8, Yosys 0.63+post, stock flow scripts
make -C /OpenROAD-flow-scripts/flow DESIGN_CONFIG=/design/flow/config.mk WORK_HOME=/design/flow/orfs finish
```

==> GITHUB_STEP_SUMMARY <==
## PnR job results

| Metric | Value |
|---|---|
| Status | `complete, no violations` |
| HPWL Detailed | `682 um` |
| Seq pwr share | `49.9%` |
| CTS Root Cell | `clkbuf_4` |
| Crit end category | `output port` |
| Vias per inst | `2.11` |
| Starting DRC count in detailed routing | `4` |
| Max Fclk | `606 MHz` |
| TritonCTS clock tree | `built` |
| Total Routing Usage GR | `2.09%` |
| N_diodes | `0` |
| Init Core Util | `13.1%` |
| Detailed Route WL | `770 um` |
| First-pass GRT wire length | `1080 um` |
| Final clock skew | `0.00467 ns` |
| Fraction of layout cells with a size suffix above 1 | `18.2%` |
| Final Hold Viols | `0` |
| Clk buf depth | `2` |
| H-tree Lvls | `1` |
| Clock transition at path regs | `0.05 ns` |
| Syn avg cell area | `9.71 um^2` |
| Min cycle time layout | `1.65 ns` |
| Combinational Power Share | `12.6%` |
| Cts bufs inserted | `3` |
| DR pass1 iterations | `3` |
| Synth unique cells | `10` |
| Kind of start point of the critical path | `register` |
| CP max-delay cell | `clkdlybuf4s50_1` |
| Sw Ratio | `19.0%` |
| Setup violators final | `0` |
| Gr ovfl total | `0` |
| Worst path bufs/invs | `1` |
| Initial antenna violation count | `0` |
| Largest net degree at the start of global routing | `6` |
| Clock power share | `37.5%` |
| Pint | `307 uW` |
| Tool warnings | `25` |
| CP top delay family | `buffers and inverters` |
| Core ar. | `3420 um^2` |
| Via count | `213` |
| Critical path class | `register to output port` |
| #FFs+latches synth | `7` |
| CP peak stage delay | `0.41 ns` |
| Row cnt | `21` |
| Late-Pin Clk Latency | `0.24 ns` |
| # Max-Cap Violations | `0` |
| Worst R2R Setup Slack | `0.83 ns` |
| Chip Width | `80 um` |
| Wirelength per Cell | `7.62 um` |
| Hold WS | `0.368 ns` |
| Area grow syn2layout | `15.7%` |
| Cells after Synth | `46` |
| Final-report max-slew violation count | `0` |
| Max VDD drop | `0.273 mV` |
| YS warnings | `0` |
| PwrDens | `734 nW/um^2` |
| Final period util | `97.1%` |
| I/O pins | `34` |
| Net Switching | `72.0 uW` |
| Sequential area share after synthesis | `35.9%` |
| Post-route ant nets | `0` |
| Crit path DAT | `1.31 ns` |
| Chip area | `6400 um^2` |
| Worst path required time | `1.36 ns` |
| Number of global-route vias before repair | `245` |
| Cell Area, Synth | `447 um^2` |
| PortBufs | `9` |
| Static Leak | `0.000262 uW` |
| Cells along the critical path | `mux2_4, clkdlybuf4s50_1` |
| Die Ht | `80 um` |
| RSZ-0062 raised after global routing | `false` |
| Crit path max fanout | `4` |
| Class of the worst hold path | `register to register` |
| DRC | `0` |
| RD Place Congestion | `0.603` |
| YS chip area | `447 um^2` |
| Clk sinks | `7` |
| Setup_tns | `0 ns` |
| # Cells Yosys | `46` |
==> metrics by stage <==
stage / utilization (%) / setup slack, ns / area, um^2 / power (uW) / instances
final: 15.1 / 0.0498 / 517 / 379 / 101
after global routing: 15.1 / 0.00398 / 517 / 407 / 101
after CTS: 14.7 / 0.00221 / 502 / 391 / 100
after detailed placement: 13.8 / 0.187 / 470 / 246 / 96
after global placement: 13.8 / 0.216 / 470 / 246 / 96
after floorplan: - / 0.537 / 541 / 255 / 71
==> per-layer routing <==
layer | global-route usage [%] | up-vias | wire (um)
met4 | 0.352 | 0 | 6
met5 | 0 | - | 0
met2 | 3.37 | 17 | 385
li1 | - | 105 | -
met1 | 1.96 | 89 | 282
met3 | 1.93 | 2 | 95
==> final timing paths <==
path / end / depth (start not counted) / start
setup / recovery: dataOut1[6] / 2 / register
hold / removal: memory.ram[0][6]$_SDFFE_PP0P_ / 0 / memory.ram[0][6]$_SDFFE_PP0P_
setup reg to reg: memory.ram[1][2]$_DFFE_PP_ / 1 / state[2]$_DFF_P_
hold reg to reg: memory.ram[0][6]$_SDFFE_PP0P_ / 0 / memory.ram[0][6]$_SDFFE_PP0P_
==> cell families (layout without fill, tap and decap cells) <==
| kind of cell | after synthesis | after routing | share of synthesized area [%] |
|---|---|---|---|
| buf+inv | 30 | 14 | 48.7 |
| flops | 7 | 7 | 35.9 |
| mux | 2 | 2 | 5.04 |
| other cells | 1 | 26 | 0.840 |
| simple gates | 6 | 6 | 9.53 |
==> layout make-up <==
cell class | instances | area, um^2
fillers | 402 | 2900
multi-input cells | 34 | 170
flip-flops and latches | 7 | 164
repair buffers | 10 | 98.8
well taps | 46 | 57.6
clock buffers | 4 | 26.3
==> power by group through the flow <==
stage / Clock (uW) / Sequential, uW / Combinational [uW]
final: 142 / 189 / 47.9
after global routing: 162 / 191 / 54.7
after CTS: 150 / 189 / 51.7
==> layout by cell type (no fill, tap or decap) <==
cell / count
and2_1: 2
and2b_2: 2
buf_4: 1
clkbuf_1: 1
clkbuf_4: 3
clkdlybuf4s50_1: 4
conb_1: 26
dfxtp_1: 4
dfxtp_4: 1
dlygate4sd2_1: 3
dlymetal6s2s_1: 2
edfxtp_1: 2
mux2_4: 2
nand2b_1: 1
or2_2: 1
==> Yosys cell counts <==
cell type   n  area share [%]
buf_4      28              47
dfxtp_1     5              22
edfxtp_1    2              13
or2_2       1             1.4
nand2b_1    1             1.4
and2b_2     2             3.9
conb_1      1            0.84
and2_1      2             2.8
clkbuf_1    2             1.7
mux2_2      2             5.0
==> repair_timing <==
item                                    in CTS  in global routing
endpoints found under the setup margin       6                  3
resized                                      6                  3
setup buffers                                0                  1
hold buffers                                 0                  0
pin swaps                                    0                  0
Power figures rest on the tool's default switching activity, not on a simulated workload.
